<file path="./design.v">
module fsm_ab(
				input clock, reset, in,
				output logic out
			);
	logic [1:0] next_state;
	logic [1:0] state;
	always_comb begin
		case(state)
			2'b00: begin
				out = 0;
				if(in) next_state = 2'b01;
				else next_state = 2'b00;
			end
			2'b01: begin
				out = 0;
				if(in) next_state = 2'b01;
				else next_state = 2'b10;
			end
			2'b10: begin
				out = 0;
				if(in) next_state = 2'b11;
				else next_state = 2'b00;
			end
			2'b11: begin
				out = 1;
				if(in) next_state = 2'b01;
				else next_state = 2'b10;
			end
		endcase
	end
	always_ff @(posedge clock) begin
		if(reset) begin
			state = 2'b00;
		end
		else begin
			state = next_state;
		end
	end
endmodule
</file>
<file path="./run.sh">
#!/bin/bash
# OpenROAD 26Q1-2900-gdf79404cd8, Yosys 0.63+post, stock flow scripts
make -C /OpenROAD-flow-scripts/flow DESIGN_CONFIG=/design/flow/config.mk WORK_HOME=/design/flow/orfs finish
</file>
<file path="./config.mk">
export PLATFORM = sky130hd
export DESIGN_NAME = fsm_ab
export DESIGN_NICKNAME = fsm_ab
export VERILOG_FILES = /design/flow/design.v
export SDC_FILE = /design/flow/constraint.sdc
export NUM_CORES = 4
export LEC_CHECK = 1
export CORE_AREA = 10 10 70 70
export DIE_AREA = 0 0 80 80
</file>
<file path="./constraint.sdc">
current_design fsm_ab

set clk_period 1.3
set clk_io_pct 0.2

create_clock -name clk0 -period $clk_period [get_ports {clock}]

set non_clock_inputs [all_inputs -no_clocks]
set_input_delay [expr $clk_period * $clk_io_pct] -clock clk0 $non_clock_inputs
set_output_delay [expr $clk_period * $clk_io_pct] -clock clk0 [all_outputs]
</file>
==> impl_metrics.toml <==
# synthesis and place-and-route metrics
[place]
gp_congestion = 0.589
io_buffers = 3
dp_slack_ps = 165

[floorplanning]
dieWidth_um = 80
die_h_um = 80
io_pins = 4
initial_core_util_pct = 3.85
chip_area_um2 = 6400
rows = 21
core_area_um2 = 3420

[yosys]
yosysCellCount = 11
ys_seq_share_pct = 61.0
yosys_warnings = 1
syn_area_um2 = 131
ys_ff = 4
yosys_area_um2 = 131
ys_types = 7
top_area_cell = "dfxtp_1"
top_cells_by_area = "dfxtp_1, nor3b_2, nor3_2"
synth_top_area_share_pct = 61.0
synth_cells = 11
syn_area_per_cell_um2 = 11.9

[setup_path]
reg2reg_slack_ps = 570
cp_slowest_cell = "dfxtp_2"
slowest_delay_ps = 310
cp-endpoint = "out"
worstSetupEndpointType = "primary output"
cp_max_fo = 2
r2r-start = "state[3]"
required_ps = 1040
cp-start-kind = "flip-flop"
path_buffers = 1
cp-startpoint = "state[3]"
arrival_ps = 780
rr_endpoint = "state[1]"
cp.depth = 1
critPathKind = "reg2out"
critPathTopFamily = "flip-flops"
reg2reg_depth = 3
cp_cell_sequence = "dlygate4sd2_1"

[power_and_ir_drop]
max-vdd-ir-drop_v = 0.000446
clkPwrFrac_pct = 50.3
p_total_mw = 0.303
power_switching_mw = 0.0594
power.leakage_nw = 0.0889
p_sw_share_pct = 19.6
combPwrFrac_pct = 6.2
pwr_density_cell_nw_per_um2 = 1220
p_int_mw = 0.244
seqPwrFrac_pct = 43.5

[clock_tree]
clk_pin_slew_ps = 40
clock_sinks = 4
numCtsBuffers = 3
ctsHtreeMaxLevel = 1
clk_latency_ps = 240
cts-root-buf = "clkbuf_4"
cts_tree = "built"
postCtsHoldBufs = 0
cts.path.max_buffers = 2

[grt]
first_global_vias = 128
gr-usage-met1_pct = 1.27
grt.met2_usage_pct = 1.12
antenna_found_initial = 0
busiest_layer = "met1"
gr-total-overflow = 0
use_met3_pct = 1.25
track_usage_pct = 1.09
grt_pass1_wl_um = 538
grt_max_degree = 5

[final_layout]
lay_top_cells = "clkbuf_4, dfxtp_1, nor2_1, clkdlybuf4s50_1"
final_util_pct = 7.29
syn2layout_area_growth_pct = 89.5
nFillCells = 409
regArea_um2 = 81.3
largest_reg_flops = 4
comb_area_um2 = 51.3
drive_gt1_share_pct = 38.9

[final_timing]
final-hold-violation-count = 0
period_needed_ps = 1040
fmax_ghz = 0.959
maxSlewViolCount = 0
tns_ps = 0
fin_ws_ps = 257
hold_ws_ps = 485
period_used_pct = 80.2
finalSetupViolations = 0
skew_ps = 6.74
rsz0062_at_grt = "false"
maxSlewHeadroom_pct = 90.0
tightest_slew_ps = 150

[run_status]
status = "finished clean"

[route]
first_iter_violations = 1
vias_per_cell = 1.63
routed-via-count = 104
post_drt_wl_per_cell_um = 4.25
drc = 0
totalWireLength_um = 272
ant_nets = 0
n_antenna_cell = 0
drt-pass1-iter-count = 2

[flow_run]
maxCapViolCount = 0
warnings = 25

[worst_hold_path]
hold_class = "reg2reg"
==> layer usage <==
metal	up-vias	wire (um)	part of all wire, %
li1	55	-	-
met1	43	151	56
met2	6	81	30
met3	0	39	14
met4	0	0	0
met5	-	0	0
==> power groups by stage <==
stage,sequential [mW],clock [mW],combinational (mW)
after CTS,0.132,0.161,0.0188
after global routing,0.133,0.176,0.0212
final,0.132,0.153,0.0188
==> stage by stage <==
stage	std cells	area [um2]
finish	64	249
global route	64	249
CTS	64	249
detailed placement	60	219
global placement	60	219
floorplan	11	131
==> cells by family (layout without fill, tap and decap cells) <==
family	Yosys count	after routing	synth area share [%]
simple gates	6	6	33.3
flops	4	4	61.0
compound gates	1	1	5.72
buf+inv	0	7	0
==> cells in the mapped netlist <==
cell type / count
nor3_1: 1
dfxtp_1: 4
o21bai_1: 1
nor3_2: 1
and3b_1: 1
nor3b_2: 1
nor2_1: 2
==> final cells by class <==
cell class                      count  share of cell area, %
Clock buffer                        3                   9.05
Sequential cell                     4                   32.7
Tap cell                           46                   23.1
Multi-Input combinational cell      7                   20.6
Timing Repair Buffer                4                   14.6
==> how the worst min path moves through the flow <==
stage	from	endpoint	slack, ps	cells after the start
5_1_grt	state[1]	state[3]	520	1
6_report	state[1]	state[3]	480	1
4_1_cts	state[1]	state[3]	490	1
==> repair_timing <==
action | CTS | global route
endpoints found under the hold margin | 0 | 0
endpoints found under the setup margin | 1 | 0
gates resized | 2 | 0
setup buffers | 1 | 0
No activity file was given, so power comes from the tool's default toggle rates.
