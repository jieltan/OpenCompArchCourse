==> /design/flow/design.v <==
module mult_stage(
					input clock, reset, start,
					input [63:0] product_in, mplier_in, mcand_in,
					output logic done,
					output logic [63:0] product_out, mplier_out, mcand_out
				);
	logic [63:0] prod_in_reg, partial_prod_reg;
	logic [63:0] partial_product, next_mplier, next_mcand;
	assign product_out = prod_in_reg + partial_prod_reg;
	assign partial_product = mplier_in[7:0] * mcand_in;
	assign next_mplier = {8'b0,mplier_in[63:8]};
	assign next_mcand = {mcand_in[55:0],8'b0};
	always_ff @(posedge clock) begin
		prod_in_reg      <= #1 product_in;
		partial_prod_reg <= #1 partial_product;
		mplier_out       <= #1 next_mplier;
		mcand_out        <= #1 next_mcand;
	end
	always_ff @(posedge clock) begin
		if(reset)
			done <= #1 1'b0;
		else
			done <= #1 start;
	end
endmodule
==> /design/flow/run.sh <==
#!/bin/bash
# OpenROAD 26Q1-2900-gdf79404cd8, Yosys 0.63+post, stock flow scripts
make -C /OpenROAD-flow-scripts/flow DESIGN_CONFIG=/design/flow/config.mk WORK_HOME=/design/flow/orfs finish
==> /design/flow/config.mk <==
export PLATFORM = sky130hd
export DESIGN_NAME = mult_stage
export DESIGN_NICKNAME = mult_stage
export VERILOG_FILES = /design/flow/design.v
export SDC_FILE = /design/flow/constraint.sdc
export NUM_CORES = 4
export LEC_CHECK = 1
export CORE_UTILIZATION = 50
==> /design/flow/constraint.sdc <==
current_design mult_stage

set clk_period 42.1
set clk_io_pct 0.2

create_clock -name clk0 -period $clk_period [get_ports {clock}]

set non_clock_inputs [all_inputs -no_clocks]
set_input_delay [expr $clk_period * $clk_io_pct] -clock clk0 $non_clock_inputs
set_output_delay [expr $clk_period * $clk_io_pct] -clock clk0 [all_outputs]
==> impl_metrics.toml <==
# physical design summary
[synthesis]
mappedNetlistArea_um2 = 23300
ys_top_cells_by_count = "and2_1, fa_1, inv_1"
edf_count = 0
synthTopCellsByArea = "fa_1, dfxtp_1, and2_1"
async_flop_share_pct = 0
most_common_cell = "and2_1"
ys_ff = 241
yosys.area.top_type = "fa_1"
flop_cell = "dfxtp_1"
synth_cells = 2457
synth.avg_cell_area_um2 = 9.50
yosys_warnings = 1
synth_cell_types = 79
ys_chip_area_um2 = 23300
synth_top_area_share_pct = 29.9
synth_seq_share_pct = 20.7
ys_cells = 2457

[sta]
slew_headroom_pct = 49.3
setup_viol = 0
rsz0062_at_grt = "no"
clock.fmax_mhz = 71.6
tns_ns = 0
setup_slack_ns = 28.13
tightest_slew_ns = 0.760
slew_viol_final = 0
hold_viol = 0
period_used_pct = 33.2
fin_crit_ns = 13.97

[die]
core_um2 = 45700
io_pins = 388
core_util_floorplan_pct = 51.1
die_h_um = 218
die-area_um2 = 47500
rows = 78
chipWidth_um = 218

[routing]
detail_route.vias_per_cell = 5.31
routedWlPerCell_um = 19.1
ant_nets = 0
drt_wl_total_mm = 64.8
vias = 18000
antenna_cells_inserted = 0
drtIter0Drc = 762
drt_pass1_iterations = 7
drc = 0

[global_routing]
grt_max_degree = 65
use_met2_pct = 42.4
grtUsageMet3_pct = 9.70
grt_pass1_wl_mm = 104
antenna_found_initial = 0
busiest_layer = "met1"
grt_pass1_vias = 18800
gr-usage-met1_pct = 47.2
grt_overflow = 0
track_usage_pct = 29.7

[run]
warnings = 26
cap_violations = 0

[cts]
cts-root-buf = "clkbuf_16"
path_clk_slew_ns = 0.06
cts_sinks = 241
htree_num_levels = 1
cts_setup_buffers = 0
hold_buffers = 0
cts_tree = "done"
cts-resized-gates = 0
cts_buffers = 28
clock_path_buffers = 3

[outcome]
run_status = "completed"

[placed_design]
place_area_um2 = 27400
routabilityCongestion = 0.951
dp_hpwl_mm = 50.7
io_buffers = 371
dp_slack_ns = 27.57

[power]
vdd_drop_max_v = 0.0000467
clockPowerShare_pct = 12.5
netSwitchingPower_mw = 0.964
combPwrFrac_pct = 72.9
p_int_mw = 1.12
seqPwrFrac_pct = 14.6
powerDensity_nw_per_um2 = 73.2
switching_share_pct = 46.3
p_leak_nw = 12.8

[setup_path]
cp.arrival_ns = 14.46
cp.required_ns = 42.59
startpoint_type = "input pin"
endpoint_kind = "flop"
crit_fanout = 62
worstSetupPathType = "in2reg"

[layout]
drive_gt1_share_pct = 3.33
syn_to_final_growth_pct = 21.8
final_area_um2 = 28400

[worst_hold_path]
worstHoldPathType = "in2reg"
-- path summary, 6_finish.rpt --
path                      startpoint                   end  slack, ns  cells after the start
worst max-delay path    mplier_in[2]  partial_prod_reg[57]      28.13                     20
worst min-delay path  product_in[63]       prod_in_reg[63]       8.27                      1
-- cells by family (layout without fill, tap and decap cells) --
kind of cell    count (synthesis)  in the layout  share of synthesized area [%]
simple gates                  786            786                           18.5
compound gates                421            421                           12.0
buf+inv                       395            716                           6.73
fa+ha+maj                     484            484                           37.2
flops                         241            241                           20.7
xor+xnor                      129            129                           4.84
other cells                     1             16                         0.0161
-- power groups by stage --
stage	Clock, mW	Sequential, mW	Combinational, mW
final	0.259	0.304	1.52
after global routing	0.276	0.307	1.69
after CTS	0.268	0.304	1.51
-- worst max-delay path: stages --
cell and delay [ns]:
clkdlybuf4s50_1 0.46, buf_4 0.53, and2_1 0.25, fa_1 0.43
fa_1 0.52, fa_1 0.49, inv_1 0.05, fa_1 0.47
inv_1 0.04, ha_1 0.39, a21oi_1 0.37, nand2_1 0.20
nor4b_4 0.34, o211ai_2 0.14, and4bb_4 0.26, o31ai_4 0.38
o31ai_4 0.15, a21oi_4 0.23, o21ai_1 0.11, xnor2_1 0.20
-- area by class of cell --
type                            instances  area [um^2]
Fill cell                            3687        17300
Multi-Input combinational cell       1836        17000
Sequential cell                       241         4820
Timing Repair Buffer                  379         3760
Inverter                              285         1070
Tap cell                              600          751
Clock buffer                           32          746
Clock inverter                         20          262
-- routing by layer --
metal / routed length (um) / vias to the layer above
li1: - / 8532
met1: 29900 / 8670
met2: 27500 / 769
met3: 6210 / 61
met4: 1210 / 0
met5: 0 / -
-- stage by stage --
stage	power [mW]	utilization, %	hold slack (ns)	std cells
floorplan	1.30	-	8.45	2472
global placement	1.81	60.0	8.87	3341
detailed placement	1.81	60.0	8.87	3341
CTS	2.08	62.2	8.23	3393
global route	2.28	62.2	8.25	3393
finish	2.08	62.2	8.27	3393
-- placed cells by master, fill, tap and decap left out, drive strengths merged, types with 32 or more instances in the layout --
master	n
clkbuf	32
clkdlybuf4s50	369
ha	135
a21o	59
nor2	63
nand4	37
and2	401
dfxtp	241
xor2	42
a21oi	145
nand2	173
xnor2	87
fa	349
o21ai	79
inv	286
Power is estimated from default activity; no workload was simulated.
